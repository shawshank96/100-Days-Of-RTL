## flow/constraint.sdc

```tcl
current_design sequence_det

set clk_period 1.0
set clk_io_pct 0.2

create_clock -name clk0 -period $clk_period [get_ports {clk}]

set non_clock_inputs [all_inputs -no_clocks]
set_input_delay [expr $clk_period * $clk_io_pct] -clock clk0 $non_clock_inputs
set_output_delay [expr $clk_period * $clk_io_pct] -clock clk0 [all_outputs]
```

## flow/run.sh

```bash
#!/bin/bash
# OpenROAD 26Q1-2900-gdf79404cd8, Yosys 0.63+post, stock flow scripts
make -C /OpenROAD-flow-scripts/flow DESIGN_CONFIG=/design/flow/config.mk WORK_HOME=/design/flow/orfs finish
```

## flow/design.v

```verilog
module sequence_det (
    input wire  clk,
    input wire  reset,
    input wire  x_i,
    output wire det_o);
    logic [11:0] shift_ff;
    logic [11:0] next_shift;
    always@(posedge clk or posedge reset) begin
        if (reset)
            shift_ff <= 12'h0;
        else
            shift_ff <= next_shift;
    end
    assign next_shift = {shift_ff[10:0], x_i};
    assign det_o      = (shift_ff == 12'b111011011011) ? 1 : 0;
endmodule
```

## flow/config.mk

```make
export PLATFORM = sky130hd
export DESIGN_NAME = sequence_det
export DESIGN_NICKNAME = sequence_det
export VERILOG_FILES = /design/flow/design.v
export SDC_FILE = /design/flow/constraint.sdc
export NUM_CORES = 4
export LEC_CHECK = 1
export CORE_AREA = 10 10 72 72
export DIE_AREA = 0 0 82 82
```

==> impl_metrics.py <==
# Generated from Yosys and OpenROAD reports
metrics = {
    "status": {
        "run_status": "finished with violations",
        "violations_in_the_final_reports": "setup timing",
    },
    "timing": {
        "fin_ws_ns": -0.304,
        "setup-violations-final": 1,
        "final_min_period_over_clock_period": 1.30,
        "period_needed_ns": 1.30,
        "clock_skew_ns": 0.00290,
        "grt_setup_unrepaired": "true",
        "slew_headroom": 0.899,
        "max_freq_mhz": 767,
        "tightest_slew_ns": 0.152,
        "final-max-slew-violation-count": 0,
        "timing_hold_violations_final": 0,
    },
    "critical_path": {
        "cp.required_ns": 0.80,
        "start_kind": "flop",
        "critPathArrivalTime_ns": 1.10,
        "crit_path_top_delay_cell": "sky130_fd_sc_hd__dfrtp_1",
        "path_class": "reg -> out",
        "worstPathCellList": "nand4b_1 > nor3_2 > buf_2",
        "timing.critical_path.slowest_cell_delay_ns": 0.36,
        "end_kind": "primary output",
        "maximum_fanout_along_the_worst_path": 2,
        "reg2reg_slack_ns": 0.36,
    },
    "routing": {
        "detail_route.antenna_diodes": 0,
        "drt_pre_antenna_iters": 4,
        "detailroute.via_count": 165,
        "route.final.wire_length_um": 535,
        "route.detailed.wl_per_inst_um": 7.33,
        "drt_first_iter_violations": 13,
        "detail-route-antenna-nets": 0,
        "detail_route.drc_violations": 0,
        "avgViaCountPerCell": 2.26,
    },
    "finish": {
        "post-route-cell-area_um2": 482,
        "final-comb-area_um2": 36.3,
        "nFillCells": 423,
        "drive_above_1_share": 0.280,
        "post-route-util": 0.131,
        "seq_area_um2": 300,
        "largest_register_ff_count": 12,
        "area_growth_syn_to_layout_pct": 41.5,
        "largestRegisters": "shift_ff x12",
        "register_with_the_most_flip_flops": "shift_ff",
    },
    "floorplan": {
        "chip_area_mm2": 0.00672,
        "die_height_um": 82,
        "floorplan.rows": 22,
        "floorplan_core_density": 0.0923,
        "die_w_um": 82,
        "core_mm2": 0.00369,
        "top_level_ports": 4,
    },
    "logic_synthesis": {
        "synth-edff-count": 0,
        "synth.top_cells.by_area": "sky130_fd_sc_hd__dfrtp_1, sky130_fd_sc_hd__nand4b_1, sky130_fd_sc_hd__nor3_2, sky130_fd_sc_hd__inv_1",
        "numSynthFlops": 12,
        "netlist.top_cell.by_instances": "sky130_fd_sc_hd__dfrtp_1",
        "post_synth_xor_area_fraction": 0,
        "synth_stat.cells": 17,
        "netlist.top_cell.by_area": "sky130_fd_sc_hd__dfrtp_1",
        "simple_gate_share": 0.107,
        "synthAdderAreaFrac": 0,
        "yosys_warnings": 1,
        "postSynthCellCount": 17,
        "post-synth-top-area-fraction": 0.882,
        "synthesis_area_per_yosys_um2": 340,
        "ranking_of_synthesized_cells_by_instance_count": "sky130_fd_sc_hd__dfrtp_1, sky130_fd_sc_hd__nand4b_1, sky130_fd_sc_hd__inv_1, sky130_fd_sc_hd__nor3_2",
        "post_synth_main_logic_family": "simple AND/OR/NAND/NOR gates",
        "sequential_fraction_of_the_synthesis_area": 0.882,
        "ys_sh_aoi": 0,
        "syn_avg_cell_area_um2": 20.0,
        "mux_share": 0,
        "yosys.cell_types.count": 4,
        "ff_type": "sky130_fd_sc_hd__dfrtp_1",
        "async_flop_share": 1.00,
        "syn_area_um2": 340,
    },
    "global_routing": {
        "track_usage": 0.0175,
        "first_global_vias": 172,
        "overall_overflow_remaining_after_global_route": 0,
        "grt_pass1_wl_um": 862,
        "maximum_number_of_pins_on_one_net_before_global_route_repair": 13,
        "grt_antenna_before_repair": 0,
    },
    "run": {
        "stage_log_warnings": 27,
        "cap_violations": 0,
    },
    "hold_path": {
        "holdCritPathClass": "in -> async",
    },
    "cts": {
        "max-clock-path-buffers": 2,
        "worst_skew_late_latency_ns": 0.24,
        "clk_transition_reported_paths_ns": 0.05,
        "cts_buffer_count": 3,
        "cts_setup_buffers": 0,
        "tritoncts_clock_tree": "done",
        "cts_max_level": 1,
        "clock-root-buffer": "sky130_fd_sc_hd__clkbuf_8",
        "tritoncts_num_sinks": 12,
    },
    "place": {
        "routabilityCongestion": 0.641,
        "placed_area_um2": 445,
        "dp.final_hpwl_um": 365,
        "port_buffers": 3,
    },
    "pwr": {
        "power.density_cell_area_mw_per_mm2": 2010,
        "p_total_w": 0.000970,
        "leakage_nw": 0.193,
        "vdd_ir_drop_max_mv": 0.860,
    },
}
[through the flow]
stage	TNS [ns]	std cells	setup WS, ns	hold slack [ns]
3_5_place_dp	-0.453	70	-0.453	0.353
2_1_floorplan	0	17	0.145	0.0647
5_1_grt	-0.398	73	-0.398	0.272
6_report	-0.304	73	-0.304	0.252
4_1_cts	-0.356	73	-0.356	0.259
3_3_place_gp	-0.432	70	-0.432	0.347
[critical path, delay by kind of cell (launching register included)]
kind / cells / cell delay [ns]
and+or+nand+nor: 2 / 0.39
DFF: 1 / 0.36
buffers and inverters: 1 / 0.12
[kinds of logic after synthesis]
family | count (synthesis)
AND/OR/NAND/NOR | 4
buffers and inverters | 1
flip-flops | 12
[cells in the final DEF (no fill, tap or decap)]
cell / Yosys / routed
sky130_fd_sc_hd__nor3_2: 1 / 1
sky130_fd_sc_hd__clkbuf_8: 0 / 3
sky130_fd_sc_hd__nand4b_1: 3 / 3
sky130_fd_sc_hd__clkdlybuf4s50_1: 0 / 2
sky130_fd_sc_hd__buf_2: 0 / 1
sky130_fd_sc_hd__dfrtp_1: 12 / 12
sky130_fd_sc_hd__inv_1: 1 / 1
sky130_fd_sc_hd__buf_4: 0 / 2
[final timing paths]
path	startpoint	cells after the start	endpoint
setup / recovery	shift_ff[5]$_DFF_PP0_	3	det_o
min in group clk0	shift_ff[5]$_DFF_PP0_	0	shift_ff[6]$_DFF_PP0_
max in group asynchronous	reset	3	shift_ff[8]$_DFF_PP0_
hold reg to reg	shift_ff[5]$_DFF_PP0_	0	shift_ff[6]$_DFF_PP0_
setup reg to reg	shift_ff[4]$_DFF_PP0_	1	shift_ff[5]$_DFF_PP0_
hold / removal	reset	3	shift_ff[10]$_DFF_PP0_
[power by group]
part | total [W] | internal [W] | switching [W]
combinational | 0.0000271 | 0.0000149 | 0.0000122
sequential | 0.000524 | 0.000512 | 0.0000125
clock | 0.000419 | 0.000263 | 0.000155
[per-layer routing]
layer | share of wire | vias to the layer above | track usage
met5 | 0 | - | 0
met4 | 0.034 | 0 | 0.00680
met3 | 0.17 | 5 | 0.0220
met2 | 0.28 | 7 | 0.0110
met1 | 0.51 | 79 | 0.0261
li1 | - | 74 | -
[area by class of cell]
cell class / count / share of cell area
Inverter: 1 / 0.00779
Sequential cell: 12 / 0.623
Multi-Input combinational cell: 4 / 0.0753
Tap cell: 48 / 0.125
Clock buffer: 3 / 0.0857
Timing Repair Buffer: 5 / 0.0831
[timing repair]
| action | CTS | global route |
|---|---|---|
| hold endpoints to repair | 0 | 0 |
| pin swaps | 1 | 1 |
| cloned | 0 | 0 |
| resized | 3 | 0 |
| setup endpoints to repair | 1 | 1 |
| hold buffers | 0 | 0 |
Power and IR drop assume default switching activity.
